===== config.mk =====
export PLATFORM = sky130hd
export DESIGN_NAME = SUB
export DESIGN_NICKNAME = SUB
export VERILOG_FILES = /design/flow/design.v
export SDC_FILE = /design/flow/constraint.sdc
export NUM_CORES = 4
export LEC_CHECK = 1
export CORE_AREA = 10 10 70 70
export DIE_AREA = 0 0 80 80

===== constraint.sdc =====
current_design SUB

set clk_period 8.6
set clk_io_pct 0.2

create_clock -name clk0 -period $clk_period

set non_clock_inputs [all_inputs -no_clocks]
set_input_delay [expr $clk_period * $clk_io_pct] -clock clk0 $non_clock_inputs
set_output_delay [expr $clk_period * $clk_io_pct] -clock clk0 [all_outputs]

===== design.v =====
`timescale 1ns/100ps
module reg_file(IN,OUT1,OUT2,INADDRESS,OUT1ADDRESS,OUT2ADDRESS, WRITE, CLK, RESET,BUSYWAIT,IBUSYWAIT);
    input [7:0] IN;
    input BUSYWAIT;
    input IBUSYWAIT;
    output [7:0] OUT1;
    output [7:0] OUT2;
    input [2:0] INADDRESS; 
    input WRITE;
    input CLK;
    input RESET;
    input [2:0] OUT1ADDRESS;
    input [2:0] OUT2ADDRESS;
    reg [7:0] REG_FILE [7:0] ; 
    integer i ;
    assign #2 OUT1 = REG_FILE[OUT1ADDRESS] ; 
    assign #2 OUT2 = REG_FILE[OUT2ADDRESS] ;
    always @ (posedge CLK && !BUSYWAIT && !IBUSYWAIT) begin 
        if (RESET) begin 
            for (i=0;i<8;i++) 
                REG_FILE[i] <= #1 8'b0000_0000;
        end else #1 if (WRITE) begin 
             REG_FILE[INADDRESS] <=  IN;
        end
    end
    initial
    begin
    $display("\n\t\t\t=================================================");
    $display("\t\t\t Change of Register Content Starting from Time #5");
    $display("\t\t\t==================================================\n");
    $display("\t\ttime\treg0\treg1\treg2\treg3\treg4\treg5\treg6\ttreg7");
    $display("\t\t-----------------------------------------------------");
    $monitor($time, "\t%d\t%d\t%d\t%d\t%d\t%d\t%d\t%d",REG_FILE[0],REG_FILE[1],REG_FILE[2],REG_FILE[3],REG_FILE[4],REG_FILE[5],REG_FILE[6],REG_FILE[7]);
    end
endmodule
`timescale 1ns/100ps
module alu(DATA1,DATA2,RESULT,SELECT,ZERO);
    input  [7:0] DATA1 ;
    input  [7:0] DATA2 ; 
    input  [2:0] SELECT ;
    output reg [7:0] RESULT; 
    output reg ZERO; 
    wire [7:0] forward_out,add_out,and_out,or_out; 
    FORWARD Forward(DATA2,forward_out); 
    ADD Add(DATA1,DATA2,add_out);
    AND And(DATA1,DATA2,and_out) ;
    OR Or(DATA1,DATA2,or_out) ;
    always @ (add_out) begin  
        if ( add_out == 0 )
            ZERO = 1 ;     
        else
            ZERO = 0 ;
    end
   always @ (SELECT,forward_out,add_out,and_out,or_out) begin 
    case (SELECT)
    3'b000 :  RESULT = forward_out; 
    3'b001 :  RESULT = add_out;
    3'b010 :  RESULT = and_out;
    3'b011 :  RESULT = or_out;
    default :  RESULT =forward_out;
    endcase
    end
endmodule
module FORWARD(DATA2,RESULT); 
    input [7:0] DATA2 ;
    output [7:0] RESULT;
    assign #1 RESULT = DATA2; 
endmodule
module ADD(DATA1,DATA2,RESULT); 
    input [7:0] DATA1 ;
    input [7:0] DATA2 ;
    output [7:0] RESULT;
    assign #2 RESULT = DATA1 + DATA2; 
endmodule
module AND(DATA1,DATA2,RESULT) ; 
    input [7:0] DATA1 ;
    input [7:0] DATA2 ;
    output [7:0] RESULT;
    assign #1 RESULT = DATA1 & DATA2; 
endmodule
module OR(DATA1,DATA2,RESULT) ; 
    input [7:0] DATA1 ;
    input [7:0] DATA2 ;
    output [7:0] RESULT;
    assign #1 RESULT = DATA1 | DATA2; 
endmodule
module SUB(DATA1,DATA2,RESULT) ; 
    input [7:0] DATA1 ;
    input [7:0] DATA2 ;
    output [7:0] RESULT;
    assign #1 RESULT = DATA1 - DATA2; 
endmodule
`timescale 1ns/100ps
module control_unit(INSTRUCTION,WRITEENABLE,ALUOP,COMPLEMENT_FLAG,IMMEDIATE_FALG,BRANCH_FALG,JUMP_FALG,WRITE,READ,LOAD_WORD_FLAG);
    input [31:0] INSTRUCTION;
    output reg WRITEENABLE;
    output reg [2:0] ALUOP;
    output reg COMPLEMENT_FLAG;
    output reg IMMEDIATE_FALG;
    output reg BRANCH_FALG;
    output reg JUMP_FALG;
    output reg WRITE;
    output reg READ;
    output reg LOAD_WORD_FLAG;
    wire [7:0] opcode;
    assign opcode = INSTRUCTION[31:24];
    always @ (INSTRUCTION) begin
        READ = 0;
        WRITE = 0;
    end
    always @ (INSTRUCTION) begin 
        #1
        case (opcode)
            8'b0000_0000 : begin 
                WRITEENABLE =  1;
                COMPLEMENT_FLAG =  0; 
                IMMEDIATE_FALG = 1;
                BRANCH_FALG = 0;
                JUMP_FALG = 0;
                WRITE = 0;
                READ = 0;
                LOAD_WORD_FLAG = 0;
                ALUOP = 3'b000; 
            end
            8'b0000_0001 : begin 
                WRITEENABLE =  1;
                COMPLEMENT_FLAG =  0;
                IMMEDIATE_FALG =  0;
                BRANCH_FALG = 0;
                JUMP_FALG = 0;
                WRITE = 0;
                READ = 0;
                LOAD_WORD_FLAG = 0;
                ALUOP =  3'b000; 
            end
            8'b0000_0010 : begin 
                WRITEENABLE =  1;
                COMPLEMENT_FLAG = 0;
                IMMEDIATE_FALG = 0;
                BRANCH_FALG = 0;
                JUMP_FALG = 0;
                WRITE = 0;
                READ = 0;
                LOAD_WORD_FLAG = 0;
                ALUOP =  3'b001; 
            end
            8'b0000_0011 : begin 
                WRITEENABLE =  1;
                COMPLEMENT_FLAG =  1;
                IMMEDIATE_FALG =  0;
                BRANCH_FALG = 0;
                JUMP_FALG = 0;
                WRITE = 0;
                READ = 0;
                LOAD_WORD_FLAG = 0;
                ALUOP =  3'b001; 
            end
            8'b0000_0100 : begin 
                WRITEENABLE =  1;
                COMPLEMENT_FLAG =  0;
                IMMEDIATE_FALG = 0;
                BRANCH_FALG = 0;
                JUMP_FALG = 0;
                WRITE = 0;
                READ = 0;
                LOAD_WORD_FLAG = 0;
                ALUOP = 3'b010; 
            end
            8'b0000_0101 : begin 
                WRITEENABLE = 1;
                COMPLEMENT_FLAG = 0;
                IMMEDIATE_FALG = 0;
                BRANCH_FALG = 0;
                JUMP_FALG = 0;
                WRITE = 0;
                READ = 0;
                LOAD_WORD_FLAG = 0;
                ALUOP = 3'b011; 
            end
            8'b0000_0110 : begin 
                WRITEENABLE = 0;
                COMPLEMENT_FLAG = 0;
                IMMEDIATE_FALG =  0;
                BRANCH_FALG = 0;
                JUMP_FALG = 1; 
                WRITE = 0;
                READ = 0;
                LOAD_WORD_FLAG = 0;
                ALUOP = 3'b000;    
            end
            8'b0000_0111 : begin 
                WRITEENABLE = 0;
                COMPLEMENT_FLAG = 1;
                IMMEDIATE_FALG = 0;
                BRANCH_FALG = 1; 
                JUMP_FALG = 0;
                WRITE = 0;
                READ = 0;
                LOAD_WORD_FLAG = 0;
                ALUOP = 3'b010; 
            end
            8'b0000_1000 : begin 
                WRITEENABLE =  1; 
                COMPLEMENT_FLAG =  0;
                IMMEDIATE_FALG =  0;
                BRANCH_FALG = 0;
                JUMP_FALG = 0;
                WRITE = 0;
                READ = 1; 
                LOAD_WORD_FLAG = 1;
                ALUOP =  3'b000;
            end
            8'b0000_1001 : begin 
                WRITEENABLE =  1; 
                COMPLEMENT_FLAG = 0;
                IMMEDIATE_FALG =  1;
                BRANCH_FALG = 0;
                JUMP_FALG = 0;
                WRITE = 0;
                READ = 1; 
                LOAD_WORD_FLAG = 1;
                ALUOP =  3'b000;
            end
            8'b0000_1010 : begin 
                WRITEENABLE =  0;
                COMPLEMENT_FLAG = 0;
                IMMEDIATE_FALG = 0;
                BRANCH_FALG = 0;
                JUMP_FALG = 0;
                WRITE = 1; 
                READ = 0;
                LOAD_WORD_FLAG = 0;
                ALUOP = 3'b000;
            end
            8'b0000_1011 : begin 
                WRITEENABLE = 0;
                COMPLEMENT_FLAG = 0;
                IMMEDIATE_FALG = 1;
                BRANCH_FALG = 0;
                JUMP_FALG = 0;
                WRITE = 1; 
                READ = 0;
                LOAD_WORD_FLAG = 0;
                ALUOP = 3'b000;
            end
            default : begin              
                WRITEENABLE = 1'bz;
                COMPLEMENT_FLAG = 1'bz;
                IMMEDIATE_FALG = 1'bz;
                BRANCH_FALG = 1'bz;
                JUMP_FALG = 1'bz;
                WRITE = 1'bz; 
                READ =1'bz;
                LOAD_WORD_FLAG = 1'bz;;
                ALUOP = 3'bzzz;    
            end
        endcase       
    end
endmodule
`timescale 1ns/100ps
module cpu(PC, INSTRUCTION,CLK, RESET, READ, WRITE, ADDRESS, WRITE_DATA, READ_DATA, BUSYWAIT,IBUSYWAIT);
    input CLK,RESET;
    output reg [31:0] PC; 
    input [31:0] INSTRUCTION;
    output WRITE; 
    output READ; 
    input BUSYWAIT; 
    input IBUSYWAIT;
    output [7:0] WRITE_DATA; 
    input [7:0] READ_DATA; 
    wire WRITEENABLE;
    wire [31:0] PC_PLUS4; 
    wire [31:0] PC_NEXT_JUMP; 
    reg [31:0] PC_NEXT;
    wire [2:0] ALUOP;
    wire COMPLEMENT_FLAG; 
    wire IMMEDIATE_FALG; 
    wire BRANCH_FALG; 
    wire JUMP_FALG; 
    wire ZERO_AND_BRANCHFLAG; 
    wire ZERO; 
    wire LOAD_WORD_FLAG; 
    wire [7:0] REGOUT1; 
    wire [7:0] REGOUT2; 
    wire [7:0] COMPLEMENTED_OUT; 
    reg [7:0] COMPLEMENT_MUX_OUT; 
    reg [7:0] IMMEDIATE_MUX_OUT; 
    wire [7:0] IMMEDIATE; 
    wire [7:0] ALURESULT; 
    reg [7:0] REG_FILE_DATA_IN; 
    reg [31:0] MUX_3_OUT; 
    wire [31:0] JUMP_IMMEDIATE_FINAL; 
    wire [7:0] JUMP_IMMEDIATE_RAW; 
    output [7:0] ADDRESS; 
    wire [2:0] READREG1;
    wire [2:0] READREG2;
    wire [2:0] WRITEREG;
    assign WRITEREG = INSTRUCTION[23:16];
    assign READREG1 = INSTRUCTION[15:8];
    assign READREG2 = INSTRUCTION[7:0];
    assign IMMEDIATE = INSTRUCTION[7:0];
    assign JUMP_IMMEDIATE_RAW =INSTRUCTION[23:16];
    control_unit ctrlUnit(INSTRUCTION,WRITEENABLE,ALUOP,COMPLEMENT_FLAG,IMMEDIATE_FALG,BRANCH_FALG,JUMP_FALG,WRITE,READ,LOAD_WORD_FLAG);
    pc_adder pcNext(PC,PC_PLUS4);
    pc_adder_jump pcJumpNext(PC_PLUS4,PC_NEXT_JUMP,JUMP_IMMEDIATE_FINAL);
    reg_file regFile(REG_FILE_DATA_IN,REGOUT1,REGOUT2,WRITEREG,READREG1,READREG2, WRITEENABLE, CLK, RESET,BUSYWAIT,IBUSYWAIT);
    alu ALU(REGOUT1,IMMEDIATE_MUX_OUT,ALURESULT,ALUOP,ZERO);
    twosComplement complementor(REGOUT2,COMPLEMENTED_OUT);
    assign ADDRESS = ALURESULT;
    assign WRITE_DATA = REGOUT1;
    assign ZERO_AND_BRANCHFLAG = ZERO & BRANCH_FALG;
    assign JUMP_IMMEDIATE_FINAL= {{22{JUMP_IMMEDIATE_RAW[7]}},JUMP_IMMEDIATE_RAW[7:0],2'b00};
    always @ (REGOUT2,COMPLEMENTED_OUT,COMPLEMENT_FLAG) begin 
        case (COMPLEMENT_FLAG)
            0 : COMPLEMENT_MUX_OUT <= REGOUT2; 
            1 : COMPLEMENT_MUX_OUT <= COMPLEMENTED_OUT; 
        endcase
    end
    always @ (COMPLEMENT_MUX_OUT,IMMEDIATE_FALG,IMMEDIATE) begin 
        case (IMMEDIATE_FALG)
            0 : IMMEDIATE_MUX_OUT <= COMPLEMENT_MUX_OUT; 
            1 : IMMEDIATE_MUX_OUT <= IMMEDIATE; 
        endcase
    end
    always @ (PC_NEXT_JUMP,ZERO_AND_BRANCHFLAG,PC_PLUS4) begin 
        case (ZERO_AND_BRANCHFLAG)
            0 : MUX_3_OUT <= PC_PLUS4; 
            1 : MUX_3_OUT <= PC_NEXT_JUMP; 
        endcase
    end
    always @ (MUX_3_OUT,JUMP_FALG,PC_NEXT_JUMP) begin 
        case (JUMP_FALG)
            0 : PC_NEXT <= MUX_3_OUT; 
            1 : PC_NEXT <= PC_NEXT_JUMP; 
        endcase
    end
    always @ (READ_DATA,ALURESULT,LOAD_WORD_FLAG) begin 
        case (LOAD_WORD_FLAG)
            0 : REG_FILE_DATA_IN <= ALURESULT;
            1 : REG_FILE_DATA_IN <= READ_DATA; 
        endcase
    end
    always @ (posedge CLK) begin 
        if(RESET)
            PC <= #1 32'b0;
        #1 if(!BUSYWAIT && !RESET && !IBUSYWAIT)
             PC = PC_NEXT;
    end
endmodule
module twosComplement(REGOUT2,COMPLEMENTED_OUT);
    input signed [7:0] REGOUT2;
    output signed [7:0] COMPLEMENTED_OUT;
    assign #1 COMPLEMENTED_OUT = - REGOUT2;
endmodule
module pc_adder(PC,PC_PLUS4);
    input [31:0] PC;
    output [31:0] PC_PLUS4;
    assign #1 PC_PLUS4 = PC + 32'b0100; 
endmodule
module pc_adder_jump(PC_PLUS4,PC_NEXT_JUMP,JUMP_IMMEDIATE_FINAL);
    input [31:0] PC_PLUS4;
    input [31:0] JUMP_IMMEDIATE_FINAL;
    output [31:0] PC_NEXT_JUMP;
    assign#2 PC_NEXT_JUMP = PC_PLUS4 + JUMP_IMMEDIATE_FINAL;
endmodule

===== run.sh =====
#!/bin/bash
# OpenROAD 26Q1-2900-gdf79404cd8, Yosys 0.63+post, stock flow scripts
make -C /OpenROAD-flow-scripts/flow DESIGN_CONFIG=/design/flow/config.mk WORK_HOME=/design/flow/orfs finish

==> impl_metrics.json <==
{
  "dr.first_iter.drc_count": 1,
  "routed_wirelength_um": 1026,
  "initial_utilization_pct": 9.707,
  "synth-xor-area-share_pct": 15.85,
  "topCombFamilyByArea": "AND-OR/OR-AND gates",
  "final_min_period_over_clock_period_pct": 65.84,
  "remaining_drc_errors": 0,
  "post_drt_wl_per_cell_um": 9.080,
  "slew_headroom_pct": 87.16,
  "seq_area_sq_um": 0,
  "crit_path_end_kind": "output pin",
  "synthesized_chip_area_reported_by_yosys_sq_um": 331.6,
  "cts-resized-gates": 0,
  "report.final.slew_viol_count": 0,
  "hold_path_depth": 4,
  "synth_area_per_cell_sq_um": 7.711,
  "cp_common_cell": "clkdlybuf4s50_1",
  "detail-route-antenna-nets": 0,
  "setup.worst_path.class": "input pin to output pin",
  "powerDensity_nw_per_um2": 68.08,
  "warning_count": 32,
  "die_y_um": 80,
  "startpoint_type": "input pin",
  "slowest_stage_cell_crit_path": "clkdlybuf4s50_1",
  "route.vias.total": 375,
  "route.antenna.diode_count": 0,
  "grt_setup_unrepaired": "no",
  "finalSetupTns_ps": 0,
  "layout-drive-gt1-share_pct": 4.478,
  "preCtsSetupSlack_ps": 2900,
  "critical_path_peak_fanout": 3,
  "timing.hold.worst_endpoint": "RESULT[0]",
  "design.portCount": 24,
  "cp_data_required_time_ps": 6880,
  "setup_slack_ps": 2938,
  "yosys.area.top_type": "ha_1",
  "crit_cells": 9,
  "dominant_delay_contributor_by_cell_family_on_the_critical_path": "buffers and inverters",
  "areaGrowthSynthToFinish_pct": 89.81,
  "report.final.setup_viol": 0,
  "simple_gate_share_pct": 8.302,
  "final_layout_top_logic_cells": "clkdlybuf4s50_1 (24), inv_1 (9), ha_1 (7), xnor2_1 (5)",
  "gr-total-overflow": 0,
  "critPathArrivalTime_ps": 3940,
  "status": "completed",
  "fillCellCount": 401,
  "yosysUniqueCellTypes": 19,
  "dpl.hpwl_um": 988.1,
  "port_buffers": 24,
  "fin_total_pwr_uw": 42.85,
  "leakagePower_uw": 0.0002774,
  "cts.repair_timing.setup_buffer_count": 0,
  "crit_path_start": "DATA2[0]",
  "first_global_vias": 392,
  "muxShareOfSynthArea_pct": 0,
  "floorplan.die_area_sq_um": 6400,
  "worst_ir_drop_vdd_v": 0.00001109,
  "critical_path_buf_inv_count": 3,
  "timing.fmax_mhz": 176.6,
  "globalplace.congestion": 0.7495,
  "min_period_ps": 5662,
  "fp-row-count": 21,
  "num-clock-buffers": 0,
  "sequential_cell_total": 0,
  "hold_class": "input pin to output pin",
  "final-hold-violation-count": 0,
  "post_synthesis_adder_cell_area_fraction_pct": 32.45,
  "grt_pass1_wl_um": 1676,
  "postCtsHoldBufs": 0,
  "launch_instance_of_the_worst_min_delay_path": "DATA2[0]",
  "synthTopCellsByArea": "ha_1 (26%), xnor2_1 (13%), inv_1 (10%)",
  "ys_cells": 43,
  "worst_pin_slew_ps": 191.4,
  "synth_compound_gate_area_share_pct": 33.21,
  "pin_count_of_the_biggest_net_entering_global_routing": 6,
  "initial_antenna_violation_count": 0,
  "core_region_area_sq_um": 3416,
  "viasPerCell": 3.319,
  "mi_logic_area_sq_um": 297.8,
  "maxCapViolCount": 0,
  "globalRouteTotalUtil_pct": 3.124,
  "cpPeakStageDelay_ps": 480,
  "first_pass_iters": 2,
  "yosys.stat.seqShare_pct": 0,
  "cp_cell_sequence": "clkdlybuf4s50_1 > ha_1 > inv_1 > fa_1 > a211oi_1 > o21bai_1 > a21oi_1 > xnor2_1 > clkdlybuf4s50_1",
  "yosys_warnings": 9,
  "syn_area_sq_um": 331.6,
  "dieWidth_um": 80,
  "yosysTopAreaCellShare_pct": 26.42,
  "layout_top_cell": "clkdlybuf4s50_1",
  "synthCells": 43
}
[where the power goes]
| part | internal [uW] | leakage [uW] | switching, uW |
|---|---|---|---|
| Clock | 0 | 0 | 0 |
| Sequential | 0 | 0 | 0 |
| Combinational | 28.6 | 0.000277 | 14.2 |
| Total | 28.6 | 0.000277 | 14.2 |
[cell usage after synthesis (all sizes together)]
cell type / n
inv: 9
ha: 7
xnor2: 5
a21o: 4
a21oi: 4
a31oi: 2
nor2: 2
a211oi: 1
a311o: 1
fa: 1
nand2b: 1
o211ai: 1
o21ai: 1
o21bai: 1
or2b: 1
or3: 1
xor2: 1
[layer usage]
| layer | vias up | global-route usage [%] | wire [um] |
|---|---|---|---|
| li1 | 197 | - | - |
| met1 | 175 | 3.183 | 331 |
| met2 | 3 | 6.661 | 659 |
| met3 | 0 | 0.4545 | 35 |
| met4 | 0 | 0 | 0 |
| met5 | - | 0 | 0 |
[how the worst max path moves through the flow]
stage / endpoint / slack (ps)
4_1_cts: RESULT[6] / 2900
5_1_grt: RESULT[6] / 2800
6_report: RESULT[6] / 2940
[cell type report]
cell class	count	area share [%]
Inverter	9	5.368
Tap cell	46	9.145
Timing Repair Buffer	24	38.17
Multi-Input combinational cell	34	47.32
[stage by stage]
| step | utilization (%) | std cells | hold slack (ps) | area (sq um) |
|---|---|---|---|---|
| finish | 18.42 | 113 | 4440 | 629.4 |
| global placement | 18.42 | 113 | 4442 | 629.4 |
| detailed placement | 18.42 | 113 | 4457 | 629.4 |
| CTS | 18.42 | 113 | 4457 | 629.4 |
| floorplan | - | 43 | 3551 | 331.6 |
| global route | 18.42 | 113 | 4473 | 629.4 |
[worst min-delay path, stage by stage]
cell             delay (ps)
clkdlybuf4s50_1         460
ha_1                    120
inv_1                    30
clkdlybuf4s50_1         390
[cells by family after synthesis]
kind of cell	after synthesis
compound gates	15
simple gates	5
buf+inv	9
xor+xnor	6
fa+ha+maj	8
Power figures rest on the tool's default switching activity, not on a simulated workload.
