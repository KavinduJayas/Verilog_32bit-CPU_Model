==> flow/design.v <==
`timescale 1ns/100ps
module icache(
	clock,
    reset,
    pc,
    busywait,
    instruction,
    mem_read,
    mem_busywait,
    mem_address,
    mem_instruction
);
    input clock;
    input reset;
    input [31:0] pc;
    output reg busywait;
    output reg [31:0] instruction;
    output reg mem_read;
    input mem_busywait;
    output reg [5:0] mem_address;
    input [127:0] mem_instruction; 
    wire[2:0] tag;
    wire[2:0] index;
    wire[1:0] offset;
    wire[2:0] cache_tag; 
    integer i;
    reg[131:0] cache_mem[7:0]; 
    assign #1 tag = pc[9:7];
    assign #1 index = pc[6:4]; 
    assign #1 offset = pc[3:2];
    assign cache_tag = cache_mem[index][130:128];
    assign valid = cache_mem[index][131];
    assign #0.9 hit = (valid && (tag==cache_tag)) ? 1 : 0; 
    parameter IDLE = 3'b0, MEM_READ = 3'b1;
    reg [2:0] state, next_state;
    always @(posedge clock)begin
        if(reset) begin
            for(i=0;i<8;i++) begin
                cache_mem[i] = 0;
            end
        end 
        else if (hit) busywait = 0;
        else begin
            busywait = 1;
            mem_read = 1;
            mem_address = {tag, index};
            #1 if(!mem_busywait)begin  
            cache_mem[index] =  {1'b1,tag,mem_instruction}; 
            mem_read = 0;
        end
    end
    end
    always @ (*) begin 
    if(hit)
    begin
        case(offset)
        2'b00:instruction = #1 cache_mem[index][31:0];
        2'b01:instruction = #1 cache_mem[index][63:32];
        2'b10:instruction = #1 cache_mem[index][95:64];
        2'b11:instruction = #1 cache_mem[index][127:96];
        default: instruction = 8'bz;
        endcase
    end
    end
endmodule
==> flow/run.sh <==
#!/bin/bash
# OpenROAD 26Q1-2900-gdf79404cd8, Yosys 0.63+post, stock flow scripts
make -C /OpenROAD-flow-scripts/flow DESIGN_CONFIG=/design/flow/config.mk WORK_HOME=/design/flow/orfs finish
==> flow/config.mk <==
export PLATFORM = sky130hd
export DESIGN_NAME = icache
export DESIGN_NICKNAME = icache
export VERILOG_FILES = /design/flow/design.v
export SDC_FILE = /design/flow/constraint.sdc
export NUM_CORES = 4
export LEC_CHECK = 1
export CORE_UTILIZATION = 30
==> flow/constraint.sdc <==
current_design icache

set clk_period 21.0
set clk_io_pct 0.2

create_clock -name clk0 -period $clk_period [get_ports {clock}]

set non_clock_inputs [all_inputs -no_clocks]
set_input_delay [expr $clk_period * $clk_io_pct] -clock clk0 $non_clock_inputs
set_output_delay [expr $clk_period * $clk_io_pct] -clock clk0 [all_outputs]
==> flow_summary.toml <==
# generated from flow reports
[synth]
async_flop_share = 0
syn_area_per_cell_sq_um = 13.0
ys_top_cells_by_count = "1098 x nor2_1, 1056 x edfxtp_1, 218 x nand2_1"
ys_cells = 3527
ys.flops = 1096
top_area_frac = 0.691
synth_area_sq_um = 45900
synth-edff-count = 1056
yosysMostFrequentCell = "nor2_1"
synth_cell_types = 60
ff_type = "edfxtp_1"
ys_area_sq_um = 45900
yosysWarnings = 4
top_area_cell = "edfxtp_1"
syn-instance-count = 3527
topCellsByArea = "edfxtp_1 69%, nor2_1 9.0%, a22oi_1 2.9%, buf_6 2.0%, nand2_1 1.8%"

[worst_setup_path]
cp-end-kind = "register"
critPathLaunchType = "input port"
worstPathRequired_ns = 21.33
path_class = "in2reg"
arrival_ns = 9.09
crit_fanout = 44

[final_layout]
drive_gt1_frac = 0.100
layout.cells.non_filler = 5760
nFillCells = 14440
syn2layout_area_growth_pct = 14.9

[floorplan]
die_x_um = 393
io-pin-count = 203
die_h_um = 393
design.core.area_sq_um = 152000
initial_utilization = 0.302
dieArea_sq_um = 155000
rows = 143

[clocking]
cts.path.max_buffers = 3
htree_num_levels = 3
cts_tree = "done"
root_buffer = "clkbuf_16"
cts_setup_buffers = 0
cts_hold_buffers = 0
cts_buffers = 105
cts_resized = 0
clk_latency_ns = 0.70
path_clk_slew_ns = 0.06

[final_timing]
period_used_share = 0.417
skew_ns = 0.0277
drv_slew = 0
slew_headroom = 0.319
timing.setup.tns_ns = 0
hold_viol = 0
rsz0062_at_grt = "no"
untimed_endpoints = 64
max_slew.worst_pin.slew_ns = 1.02
max_freq_ghz = 0.114
unclocked_pins = 32
setup_viol = 0
period_minus_slack_ns = 8.76

[drt]
drt_pass1_iterations = 5
ant_nets = 0
route.detailed.drc = 0
vias = 30498
first_iter_violations = 2261
avgRoutedWirePerCell_um = 27.2
routed_wl_um = 157000
vias_per_cell = 5.29

[power]
comb_power_share = 0.091
power_density_nw_per_um2 = 89.7
p_sw_w = 0.00115
power_leakage_nw = 16.8
pwr-share-seq = 0.531
p_clk_frac = 0.378
p_int_w = 0.00358
switching_share = 0.242
vdd_drop_max_uv = 70.4

[placed_design]
port_buffers = 178
dp_hpwl_um = 85100
globalplace.congestion = 0.850
place_inst = 5565

[job]
warning_count = 50
drv_cap = 0

[global_route]
antenna_found_initial = 3
grt_pass1_vias = 30660
grt_max_degree = 97
grt_first_pass_wirelength_um = 223000
gr-usage-all-layers = 0.215
overflow = 0

[outcome]
status = "finished clean"

[min_path]
min_path_type = "reg2reg"
## cell type report
type | count | area, sq um | area share
diodes | 3 | 7.51 | 0.000142
clock buffers | 129 | 2740 | 0.0519
clock inverters | 63 | 469 | 0.00890
inverters | 3 | 11.3 | 0.000214
multi-input cells | 2149 | 11900 | 0.226
flip-flops and latches | 1096 | 32400 | 0.614
well taps | 2030 | 2540 | 0.0482
repair buffers | 287 | 2710 | 0.0514
## registers in the layout, summed over array words and instances (netlist names)
signal,count
mem_read,1
busywait,1
instruction,32
mem_address,6
cache_mem,1056
## cell families after synthesis
kind of cell	share of synthesized area
simple gates	0.117
mux	0.0371
compound gates	0.0999
buf+inv	0.0406
latches	0.0105
flops	0.694
xor+xnor	0.000382
## worst max-delay path, cell delays in order
cell and delay (ns):
buf_6 0.41, buf_4 0.63, nor2b_1 0.28, a22o_1 0.18, nor3_1 0.05, o21ai_2 0.12, buf_4 0.29, nor2_4 0.07
buf_4 0.28, o21ai_4 0.55, buf_4 0.54, buf_4 0.67, buf_4 0.50
## metrics by stage
step / setup slack, ns / total power (W) / cell area [sq um] / util / hold WS (ns)
after floorplan: 1.46 / 0.00282 / 45900 / - / 0.426
after global placement: 11.59 / 0.00298 / 49500 / 0.326 / 0.438
after detailed placement: 11.58 / 0.00298 / 49500 / 0.326 / 0.448
after CTS: 12.30 / 0.00475 / 52700 / 0.347 / 0.464
after global routing: 12.08 / 0.00486 / 52700 / 0.347 / 0.476
final: 12.24 / 0.00473 / 52700 / 0.347 / 0.456
## worst paths after layout
check                     from           endpoint  slack, ns  depth (start not counted)
max                      pc[6]  cache_mem[4][104]      12.24                         13
min          cache_mem[1][131]  cache_mem[1][131]       0.46                          1
max reg2reg  cache_mem[3][130]  cache_mem[4][104]      16.41                         11
min reg2reg  cache_mem[1][131]  cache_mem[1][131]       0.46                          1
## power by group through the flow
stage | Combinational [W] | Clock [W] | Sequential, W
final | 0.000430 | 0.00179 | 0.00251
after global routing | 0.000456 | 0.00188 | 0.00252
after CTS | 0.000430 | 0.00181 | 0.00251
## cells in the final DEF, fill, tap and decap left out, drive strengths merged, types with 7 or more instances in the layout
cell and instances:
nor2 1099, edfxtp 1056, nand2 219, a22oi 180
clkdlybuf4s50 173, clkbuf 129, buf 114, a221oi 91
a21oi 88, a22o 82, mux2 63, mux2i 59
clkinv 55, a31oi 46, o21ai 43, dlxtp 32
nand3 18, mux4 18, nand4 14, nor3 13
a211oi 12, o2bb2ai 12, a41oi 8, o211ai 8
dfxtp 8, a222oi 7, o31a 7, nor2b 7
## routing by layer
layer | routed length (um) | vias to the layer above | GRT usage
li1 | - | 13239 | -
met1 | 54300 | 14895 | 0.253
met2 | 70200 | 2105 | 0.314
met3 | 27100 | 255 | 0.160
met4 | 4930 | 4 | 0.0559
met5 | 21 | - | 0
No activity file was given, so power comes from the tool's default toggle rates.
